===== flow/design.v =====
`timescale 1ns / 1ps
module RORL_FAST_SLOW_4BITS_SEGMENT_DISPLAY(CLK, RESET, SEGMENT, ENABLE, LED);
    input CLK;
    input RESET;
    output [7:0] SEGMENT;
    output [5:0] ENABLE;
    output [15:0] LED;
	 reg [15:0] LED;
	 reg [31:0] DIVIDER;
	 reg [5:0] 	ENABLE;
	 reg [2:0] 	DECODE;
	 reg [7:0] 	SEGMENT;
	 always @(posedge CLK or negedge RESET)
		begin
			if(!RESET)
				DIVIDER <= 32'h00000000;
			else
				DIVIDER <= DIVIDER + 1'b1;
		end
	 assign SCAN_CLK 	= DIVIDER[11];
	 assign FAST_CLK 	= DIVIDER[19];
	 assign SLOW_CLK 	= DIVIDER[21];
	 assign SPEED	  	= DIVIDER[28];
	 assign MODE 		= DIVIDER[29];
	 assign SHIFT_CLK = (SPEED) ? FAST_CLK : SLOW_CLK;
	 always @(posedge SHIFT_CLK or negedge RESET)
		begin
			if(!RESET)
				LED <= 16'hFFF0;
			else
				if(MODE)
					LED <= {LED[0], LED[15:1]};
				else
					LED <= {LED[14:0], LED[15]};
		end
	always @(posedge SCAN_CLK or negedge RESET)
		begin
			if(!RESET)
				ENABLE <= 6'b111110;
			else
				ENABLE <= {ENABLE[4:0], ENABLE[5]};
		end
	 always @(ENABLE or DECODE)
		begin
			case(ENABLE)
				6'b111110 : DECODE <= {2'b00, SPEED};
				6'b111101 : DECODE <= {3'b010};
				6'b111011 : DECODE <= {3'b011};
				6'b110111 : DECODE <= {3'b011};
				6'b101111 : DECODE <= {3'b010};
				default	 : DECODE <= {2'b10, MODE};
			endcase
		end
	 always @(DECODE)
		begin
			case(DECODE)
				3'o0	  : SEGMENT <= 8'b10010010;
				3'o1	  : SEGMENT <= 8'b10001110;
				3'o2	  : SEGMENT <= 8'b11111111;
				3'o3	  : SEGMENT <= 8'b01111111;
				3'o4	  : SEGMENT <= 8'b11000011;
				3'o5	  : SEGMENT <= 8'b10001001;
				default : SEGMENT <= 8'b11111111;
			endcase
		end
endmodule

===== flow/run.sh =====
#!/bin/bash
# OpenROAD 26Q1-2900-gdf79404cd8, Yosys 0.63+post, stock flow scripts
make -C /OpenROAD-flow-scripts/flow DESIGN_CONFIG=/design/flow/config.mk WORK_HOME=/design/flow/orfs finish

===== flow/config.mk =====
export PLATFORM = sky130hd
export DESIGN_NAME = RORL_FAST_SLOW_4BITS_SEGMENT_DISPLAY
export DESIGN_NICKNAME = RORL_FAST_SLOW_4BITS_SEGMENT_DISPLAY
export VERILOG_FILES = /design/flow/design.v
export SDC_FILE = /design/flow/constraint.sdc
export NUM_CORES = 4
export LEC_CHECK = 1
export CORE_UTILIZATION = 40

===== flow/constraint.sdc =====
current_design RORL_FAST_SLOW_4BITS_SEGMENT_DISPLAY

set clk_period 6.6
set clk_io_pct 0.2

create_clock -name clk0 -period $clk_period [get_ports {CLK}]

set non_clock_inputs [all_inputs -no_clocks]
set_input_delay [expr $clk_period * $clk_io_pct] -clock clk0 $non_clock_inputs
set_output_delay [expr $clk_period * $clk_io_pct] -clock clk0 [all_outputs]

==> qor.txt <==
Adder share -> 0.563%
Via density -> 4.94
Buf/Inv on CP -> 1
Fmax -> 0.327 GHz
Comb area leader -> simple AND/OR/NAND/NOR gates
Flop2flop setup slack -> 4.46 ns
Syn_area_per_cell -> 12.5 µm²
Post-synth top area share -> 39.4%
Crit end category -> primary output
FF-to-FF Start -> DIVIDER[0]$_DFF_PN0_
Min cycle time layout -> 3.06 ns
Startpoint Class -> flop
Final wirelength -> 3.52 mm
First-pass GRT wire length -> 6.27 mm
Post-route clock period utilization -> 46.3%
Worst r2r dst -> DIVIDER[18]$_DFF_PN0_
Post-cts gate resize count -> 0
Hold Buf Count CTS -> 0
Late-Pin Clk Latency -> 0.27 ns
Count leader, synth -> dfrtp_1
Leak Pwr -> 1.16 nW
Count of cell types in the netlist -> 27
YS chip area -> 2220 µm²
Slew margin rel. -> 43.5%
Post-synth mux share -> 8.61%
Most frequent cells after synthesis -> dfrtp_1 (35), nand3_1 (18), dfstp_2 (17), mux2_2 (17)
Wirelength per Cell -> 12.4 µm
Worst hold path class -> flop to flop
Final GP Congestion -> 0.826
Slew Limit Fails -> 0
CTS max path bufs -> 2
Number of enable flip-flop cells -> 0
Initial antenna violation count -> 0
Seq/Total Area, Yosys -> 59.5%
Clock Skews -> 0.00534 ns
Max H-tree Level -> 2
CTS tree -> built
Clock root cell -> clkbuf_8
Pwr dens -> 123 nW/µm²
Chip area -> 5860 µm²
Port Buffer Count -> 31
Power, Total -> 0.330 mW
Max Cap Viol -> 0
Worst r2r path cells -> 5
Fraction of registers with async set/reset -> 100%
CTS buffer count -> 5
Dominant flop cell -> dfrtp_1
Die Ht -> 76.6 µm
Setup violators final -> 0
Via count -> 1398
Die x size -> 76.6 µm
ANT cells -> 0
Worst-Margin Slew -> 0.841 ns
Setup TNS Final -> 0 ns
Hold Path Cell Cnt -> 1
CP max-delay cell -> dfrtp_1
Fin. Hold Viols -> 0
Initial drt markers -> 68
Drc violations -> 0
Worst Setup EP -> SEGMENT[3]
Fp util -> 42.5%
Synth Area in Compound Gates -> 0.844%
Stage-log warning count -> 25
Final Core Density -> 51.4%
# IOs -> 32
# fillers -> 435
Register pins left without a clock -> 22
Final hold slack -> 0.470 ns
# Cells Yosys -> 178
Unrepaired setup endpoints after global routing -> false
Core Area -> 5240 µm²
Number of unconstrained endpoints -> 47
DRT Pass-1 Iters -> 4
Cell type with the largest total area -> dfrtp_1
CP Class -> flop to primary output
Delay-heaviest family, CP -> flip-flops
Ys flops -> 52
Status -> finished, final reports clean
Fraction of layout cells with a size suffix above 1 -> 23.0%
Biggest area cells -> dfrtp_1 (39%), dfstp_2 (20%), mux2_2 (8.6%), xnor2_1 (6.3%), xor2_1 (5.1%)
Critical path depth in cells -> 3
Total GRT Usage -> 13.6%
Mapped Cells -> 178
Area delta synth->final -> 21.0%
Total grt overflow -> 0
CP startpoint -> DIVIDER[29]$_DFF_PN0_
Area fraction in xor and xnor cells -> 11.4%
Largest net degree at the start of global routing -> 53
Clock-pin slew on the worst setup and hold paths -> 0.06 ns
Vias in the first global route -> 1367
Critical path fanouts, max -> 20
# rows -> 26
WP data arrival -> 1.74 ns
Simple Share, Synth -> 17.7%
Crit path DRT -> 5.28 ns
Crit path largest cell delay -> 0.81 ns
Yosys warning count -> 7
Post-Syn Area -> 2220 µm²
Setup repair bufs after CTS -> 0
Post-route ant nets -> 0
Hpwl dp -> 2.52 mm
Critical path, cell by cell -> nand2_1 -> nand3_1 -> clkdlybuf4s50_1
Peak supply drop -> 0.0938 mV
==> kinds of logic (layout without fill, tap and decap cells) <==
logic type,count (synthesis),after routing
AND/OR/NAND/NOR,69,69
flip-flops,52,52
XOR/XNOR,29,29
multiplexers,17,17
buffers and inverters,7,42
AND-OR/OR-AND,3,3
adder cells (fa/ha/maj),1,1
==> sequential cells by signal (all words and copies together) (netlist names) <==
| signal | flops |
|---|---|
| DIVIDER | 30 |
| LED | 16 |
| ENABLE | 6 |
==> layout by cell type (no fill, tap or decap), types with 4 or more instances in the layout <==
cell type	n
and3_1	4
clkbuf_8	6
clkdlybuf4s50_1	30
dfrtp_1	35
dfstp_2	17
inv_1	4
mux2_2	17
nand2_1	16
nand3_1	18
nand4_1	7
nor2_1	9
nor3_2	4
xnor2_1	16
xor2_1	13
==> area by class of cell <==
class | instances | area (µm²) | share of cell area [%]
Sequential cell | 52 | 1320 | 49.1
Tap cell | 70 | 87.6 | 3.25
Multi-Input combinational cell | 119 | 871 | 32.4
Inverter | 4 | 15.0 | 0.558
Timing Repair Buffer | 32 | 313 | 11.6
Clock buffer | 6 | 82.6 | 3.07
==> power by group <==
group	internal, mW	switching [mW]	total, mW
Combinational	0.000593	0.00564	0.00623
Clock	0.0801	0.0591	0.139
Sequential	0.185	0	0.185
Total	0.266	0.0647	0.330
==> per-stage QoR <==
step	worst slack, ns	cells	cell area (µm²)
floorplan	4.51	178	2220
global placement	3.84	277	2610
detailed placement	3.83	277	2610
CTS	3.53	283	2690
global route	3.41	283	2690
finish	3.54	283	2690
==> worst min path at each step <==
| stage | start | endpoint | slack, ns |
|---|---|---|---|
| 6_report | DIVIDER[12]$_DFF_PN0_ | DIVIDER[12]$_DFF_PN0_ | 0.47 |
| 5_1_grt | DIVIDER[12]$_DFF_PN0_ | DIVIDER[12]$_DFF_PN0_ | 0.49 |
| 4_1_cts | DIVIDER[12]$_DFF_PN0_ | DIVIDER[12]$_DFF_PN0_ | 0.48 |
==> per-layer routing <==
| layer | share of wire [%] | up-vias | routed length, µm | global-route usage (%) |
|---|---|---|---|---|
| met5 | 0 | - | 0 | 0 |
| met4 | 0.40 | 0 | 14 | 1.35 |
| met3 | 3.3 | 2 | 116 | 3.04 |
| met2 | 44 | 29 | 1540 | 20.7 |
| met1 | 52 | 684 | 1850 | 21.9 |
| li1 | - | 683 | - | - |
Power is estimated from default activity; no workload was simulated.
