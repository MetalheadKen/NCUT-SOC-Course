$ cat design/flow/design.v
`timescale 1ns / 1ps
module LIGHT_CONTROL_TABULATE(CLK, RESET, LED);
    input CLK;
    input RESET;
    output [15:0] LED;
	 reg [16:0] REG;
	 reg [27:0] DIVIDER;
	 always @(posedge CLK or negedge RESET)
		begin
			if(!RESET)
				DIVIDER <= 28'h0000000;
			else
				DIVIDER <= DIVIDER + 1'b1;
		end
	 assign FAST_CLK = DIVIDER[19];
	 assign SLOW_CLK = DIVIDER[20];
	 assign SPEED = DIVIDER[27];
	 assign SHIFT_CLK = SPEED ? FAST_CLK : SLOW_CLK;
	 always @(posedge SHIFT_CLK or negedge RESET)
		begin
			if(!RESET)
				REG <= {1'b0, 16'hFFFF};
			else
				begin
					case(REG)
						{1'b0, 16'hFFFF}	:	REG <= {1'b0, 16'h7FFF};
						{1'b0, 16'h7FFF}	:	REG <= {1'b0, 16'h3FFF};
						{1'b0, 16'h3FFF}	:	REG <= {1'b0, 16'h1FFF};
						{1'b0, 16'h1FFF}	:	REG <= {1'b0, 16'h0FFF};
						{1'b0, 16'h0FFF}	:	REG <= {1'b0, 16'h07FF};
						{1'b0, 16'h07FF}	:	REG <= {1'b0, 16'h03FF};
						{1'b0, 16'h03FF}	:	REG <= {1'b0, 16'h01FF};
						{1'b0, 16'h01FF}	:	REG <= {1'b0, 16'h00FF};
						{1'b0, 16'h00FF}	:	REG <= {1'b0, 16'h007F};
						{1'b0, 16'h007F}	:	REG <= {1'b0, 16'h003F};
						{1'b0, 16'h003F}	:	REG <= {1'b0, 16'h001F};
						{1'b0, 16'h001F}	:	REG <= {1'b0, 16'h000F};
						{1'b0, 16'h000F}	:	REG <= {1'b0, 16'h0007};
						{1'b0, 16'h0007}	:	REG <= {1'b0, 16'h0003};
						{1'b0, 16'h0003}	:	REG <= {1'b0, 16'h0001};
						{1'b0, 16'h0001}	:	REG <= {1'b0, 16'h0000};
						{1'b0, 16'h0000}	:	REG <= {1'b1, 16'h0001};
						{1'b1, 16'h0001}	:	REG <= {1'b1, 16'h0003};
						{1'b1, 16'h0003}	:	REG <= {1'b1, 16'h0007};
						{1'b1, 16'h0007}	:	REG <= {1'b1, 16'h000F};
						{1'b1, 16'h000F}	:	REG <= {1'b1, 16'h001F};
						{1'b1, 16'h001F}	:	REG <= {1'b1, 16'h003F};
						{1'b1, 16'h003F}	:	REG <= {1'b1, 16'h007F};
						{1'b1, 16'h007F}	:	REG <= {1'b1, 16'h00FF};
						{1'b1, 16'h00FF}	:	REG <= {1'b1, 16'h01FF};
						{1'b1, 16'h01FF}	:	REG <= {1'b1, 16'h03FF};
						{1'b1, 16'h03FF}	:	REG <= {1'b1, 16'h07FF};
						{1'b1, 16'h07FF}	:	REG <= {1'b1, 16'h0FFF};
						{1'b1, 16'h0FFF}	:	REG <= {1'b1, 16'h1FFF};
						{1'b1, 16'h1FFF}	:	REG <= {1'b1, 16'h3FFF};
						{1'b1, 16'h3FFF}	:	REG <= {1'b1, 16'h7FFF};
						{1'b1, 16'h7FFF}	:	REG <= {1'b0, 16'hFFFF};
						default				:	REG <= {1'b0, 16'hFFFF};
					endcase
				end
		end
	 assign LED = REG[15:0];
endmodule
$ cat design/flow/run.sh
#!/bin/bash
# OpenROAD 26Q1-2900-gdf79404cd8, Yosys 0.63+post, stock flow scripts
make -C /OpenROAD-flow-scripts/flow DESIGN_CONFIG=/design/flow/config.mk WORK_HOME=/design/flow/orfs finish
$ cat design/flow/config.mk
export PLATFORM = sky130hd
export DESIGN_NAME = LIGHT_CONTROL_TABULATE
export DESIGN_NICKNAME = LIGHT_CONTROL_TABULATE
export VERILOG_FILES = /design/flow/design.v
export SDC_FILE = /design/flow/constraint.sdc
export NUM_CORES = 4
export LEC_CHECK = 1
export CORE_UTILIZATION = 30
$ cat design/flow/constraint.sdc
current_design LIGHT_CONTROL_TABULATE

set clk_period 6.3
set clk_io_pct 0.2

create_clock -name clk0 -period $clk_period [get_ports {CLK}]

set non_clock_inputs [all_inputs -no_clocks]
set_input_delay [expr $clk_period * $clk_io_pct] -clock clk0 $non_clock_inputs
set_output_delay [expr $clk_period * $clk_io_pct] -clock clk0 [all_outputs]
==> run notes <==
Item: results of the latest flow run.

- Cell internal power was estimated by the tool at 266 uW.
- Ranked by total cell area, the synthesized netlist is headed by sky130_fd_sc_hd__dfrtp_1 30%, sky130_fd_sc_hd__dfstp_2 17%, sky130_fd_sc_hd__xnor2_1 6.5%.
- The switching power share of the total is 17.4%.
- The fraction of post-synthesis cell area in the top cell type by area is 29.8%.
- The launch point of the worst min-delay path is recorded as DIVIDER[6].
- The synthesized design contains 45 register bits.
- The die is 92.1 um tall.
- In this run the core area contains 32 standard-cell rows.
- The overall track demand over capacity in global routing is 11.0%.
- The number of instances resized during post-cts repair is 0.
- The clock passes through at most 2 buffers.
- Looking at the reg2reg group, the worst path starts from DIVIDER[3].
- The via count of the first global-routing pass is 1629.
- For the finished layout, the period the worst path requires is 1.85 ns.
- The end-of-flow timing check tallies setup violations at 0.
- The slack of the worst reg-to-reg path is 4.45 ns.
- Using the TritonRoute via totals, the vias-per-cell ratio works out to 5.13.
- The critical path maximum fanout is 5.
- Port buffering added 17 buffers.
- The combinational share of power is 1.9%.
- Looking at the clock tree report, the root buffer type is sky130_fd_sc_hd__clkbuf_8.
- Wires add up to 4.35 mm.
- From synthesis to final layout, the design area changed by 8.89%.
- The global placement routability congestion is 0.835.
- At the placement stage, the worst setup path has a slack of 4.53 ns.
- The highest clock rate is 540 MHz.
- The setup slack after layout is 4.45 ns.
- The power per standard cell area is 121 mW/mm^2.
- The die is 92.1 um wide.
- The number of nets with antenna violations after routing is 0.
- The final power report lists total power as 322 uW.
- The post-route clock skew is 0.00242 ns.
- The routed design shows a wire length per standard cell of 12.4 um.
- The average cell area after synthesis is 9.82 um^2.
- The flow ran to the end, and the final reports show no timing, DRC or antenna violations.
- The later pin in the worst-skew pair is clocked with a latency of 0.26 ns.
- The aggregate negative setup slack is 0 ns.
- The die covers 0.00848 mm^2.
- The core outline area is 0.00781 mm^2.
- The cell type with the largest total area after synthesis is sky130_fd_sc_hd__dfrtp_1.
- The clock network accounts for 42.1% of the total power.
- The initial core utilization is 31.2%.
- The start point of the critical path is DIVIDER[3].
- The detailed router finished its first iteration with 61 violations.
- Summing every instance area after synthesis gives 0.00244 mm^2.
- The yosys stat cell total is 248.
- The data arrival time of the critical path is 2.01 ns.
- The first detailed-routing pass ran for 4 iterations.
- The slew at the pin closest to its max-slew limit is 0.624 ns.
- Buffers added to address setup during post-CTS repair amount to 0.
- The run reported a max-capacitance violation count of 0.
- The category of the worst setup path launch point is a flip-flop.
- The global-route wire length before repair is 7.51 mm.
- The number of top-level design ports is 18.
- The total clock buffers created by CTS is 3.
- The post-detailed-route DRC marker count is 0.
- Setup repair after global routing left no endpoint under its margin.
- The worst setup path is captured at a flip-flop.
- The post-synth count of flops with an enable pin is 0.
- The analysis attributes to cell leakage a power of 1.11 nW.
- Yosys reports that the most numerous cell types are 29 x sky130_fd_sc_hd__dfrtp_1, 24 x sky130_fd_sc_hd__nand2_1, 20 x sky130_fd_sc_hd__nand3_1.
- Per Yosys stat, the portion of area used by sequential elements is 47.0%.
- After clock tree synthesis, the flow added hold-fix buffers numbering 0.
- The number of antenna violations at the first check in global routing is 0.
- The count of endpoints failing hold in the final timing report is 0.
- The tightest slew margin relative to the limit is 58.0%.
- The library cell with the highest instance count after synthesis is sky130_fd_sc_hd__dfrtp_1.
- TritonCTS built the clock tree.
- Sequential cells account for 56.0% of the total power.
- The cell count after synthesis came out at 248.
- Per the power-grid run, VDD falls by no more than 0.168 mV.
- In the final report, the number of pins over their slew limit comes to 0.
- Per the detail_route report, inserted antenna diodes total 0.
- 33 endpoints have no timing constraint.
- Detailed routing inserted a total of 1796 vias.
- Per the OpenROAD power report, switching power amounts to 56.1 uW.
- The half-perimeter wire length of the detailed placement result is 3.11 mm.
- Dividing the final minimum period by the clock period gives 29.4%.
- The gate-level netlist out of Yosys references 51 unique cell types.
- The most used flip-flop cell is sky130_fd_sc_hd__dfrtp_1.
- Entering global routing, the biggest net connects 46 pins.
- The share of flip-flops with an asynchronous set or reset after synthesis is 100%.
- The number of warnings in the stage logs is 25.
- Looking at the clock tree report, the H-tree level count equals 1.
- The CTS clock-pin slew for the worst setup and hold paths is 0.09 ns.
- By startpoint and endpoint, the worst setup path is classified as reg -> reg.
- The total congestion overflow after global routing is 0.
- The chip area line in the Yosys stat output reads 0.00244 mm^2.
- The path category of the worst min-delay check is reg -> reg.
- The layout cell share with drive strength beyond 1 is 12.5%.
- The timer found 17 register pins that no clock reaches; their paths are not timed.
- Counting the warning lines in the Yosys log gives 5.
- Data on the critical path is required at its endpoint by 6.46 ns.
-- critical path, cell delays in order, from the launching register on --
cell and delay [ns]:
sky130_fd_sc_hd__dfrtp_1 0.42, sky130_fd_sc_hd__and4_1 0.28, sky130_fd_sc_hd__nand4_1 0.21, sky130_fd_sc_hd__nor3_1 0.47
sky130_fd_sc_hd__nand4_1 0.20, sky130_fd_sc_hd__xnor2_1 0.17
-- path summary, 6_finish.rpt --
path                               end  depth (start not counted)
setup / recovery           DIVIDER[27]                          5
hold / removal              DIVIDER[6]                          1
setup reg to reg           DIVIDER[27]                          5
hold reg to reg             DIVIDER[6]                          1
max in group asynchronous   DIVIDER[9]                          2
min in group asynchronous  DIVIDER[23]                          2
-- state kept, by name, summed over array words and instances, names as in the netlist --
signal and cells:
DIVIDER 28, REG 17
-- final cells by class --
type,instances,area (um^2)
fillers,776,5150
repair buffers,18,173
well taps,102,128
multi-input cells,176,1120
inverters,5,18.8
clock buffers,3,41.3
flip-flops and latches,45,1150
clock inverters,1,30.0
-- stage by stage --
stage / hold slack (ns) / std cells / util, % / instance area (um^2)
finish: 0.468 / 350 / 34.0 / 2650
CTS: 0.471 / 350 / 34.0 / 2650
floorplan: 0.434 / 248 / - / 2440
global route: 0.486 / 350 / 34.0 / 2650
detailed placement: 0.453 / 346 / 33.1 / 2580
global placement: 0.455 / 346 / 33.1 / 2580
-- metal layers --
layer | share of wire (%) | track usage, % | vias to the layer above
met2 | 48 | 18.3 | 36
met3 | 2.9 | 1.77 | 2
li1 | - | - | 883
met5 | 0 | 0 | -
met4 | 0.37 | 0.521 | 0
met1 | 49 | 16.2 | 875
-- placed cells by master (no fill, tap or decap), types with 2 or more instances in the layout --
cell type                          n
sky130_fd_sc_hd__dfrtp_1          29
sky130_fd_sc_hd__dfstp_2          16
sky130_fd_sc_hd__nand3_1          20
sky130_fd_sc_hd__or4_1             3
sky130_fd_sc_hd__nor2_1           18
sky130_fd_sc_hd__and4_1            3
sky130_fd_sc_hd__nor3_1            8
sky130_fd_sc_hd__o21ai_1           4
sky130_fd_sc_hd__a21oi_1           2
sky130_fd_sc_hd__clkdlybuf4s50_1  16
sky130_fd_sc_hd__o21ai_0           3
sky130_fd_sc_hd__a311o_1           2
sky130_fd_sc_hd__a221o_1           2
sky130_fd_sc_hd__inv_2             2
sky130_fd_sc_hd__and3_1            6
sky130_fd_sc_hd__xor2_1            8
sky130_fd_sc_hd__o21bai_1          2
sky130_fd_sc_hd__clkbuf_8          3
sky130_fd_sc_hd__nand4_1          10
sky130_fd_sc_hd__or3_1             5
sky130_fd_sc_hd__o2bb2ai_1         2
sky130_fd_sc_hd__nor2b_1           2
sky130_fd_sc_hd__nand2_1          24
sky130_fd_sc_hd__nor4_1            7
sky130_fd_sc_hd__xnor2_1          18
sky130_fd_sc_hd__and2_1            3
sky130_fd_sc_hd__a31oi_1           3
sky130_fd_sc_hd__inv_1             3
-- kinds of logic after synthesis --
kind of cell / after synthesis / share of synthesized area (%)
buf+inv: 27 / 7.14
compound gates: 27 / 8.27
flops: 45 / 47.0
mux: 1 / 0.462
fa+ha+maj: 1 / 0.514
xor+xnor: 26 / 9.35
simple gates: 121 / 27.2
-- power by group through the flow --
stage	clock [mW]	sequential [mW]	combinational, mW
final	0.136	0.180	0.00603
after global routing	0.150	0.180	0.00734
after CTS	0.142	0.180	0.00641
Power is estimated from default activity; no workload was simulated.
