### ./design.v
`timescale 1ns / 1ps
module RIGHT_GREEN_LIGHT(CLK, RESET, LED, SEGMENT, ENABLE);
    input CLK;
    input RESET;
    output [5:0] LED;
    output [7:0] SEGMENT;
    output [5:0] ENABLE;
	 reg [31:0] DIVIDER;
	 reg [2:0] COUNT;
	 reg [7:0] RED;
	 reg [7:0] GREEN;
	 reg [7:0] YELLOW;
	 reg [5:0] ENABLE;
	 reg [3:0] DECODE;
	 reg [7:0] SEGMENT;
	 always @(posedge CLK or negedge RESET)
		begin
			if(!RESET)
				DIVIDER <= 32'h00000000;
			else
				DIVIDER <= DIVIDER + 1'b1;
		end
	 assign SCAN_CLK 	= DIVIDER[11];
	 assign SHIFT_CLK = DIVIDER[23];
	 always @(posedge SHIFT_CLK or negedge RESET)
		begin
			if(!RESET)
				begin
					RED <= 8'h30;
					YELLOW <= 8'h00;
					GREEN <= 8'h00;
				end
			else
				begin
					if(RED > 8'h00)
						begin
							if(RED[3:0] == 4'h0)
								begin
									RED[3:0] <= 4'h9;
									RED[7:4] <= RED[7:4] - 1'b1;
								end
							else
								RED[3:0] <= RED[3:0] - 1'b1;
							if(RED == 8'h01)
								YELLOW <= 8'h05;
						end
					if(YELLOW > 8'h00)
						begin
							if(YELLOW[3:0] == 4'h0)
								begin
									YELLOW[3:0] <= 4'h9;
									YELLOW[7:4] <= YELLOW[7:4] - 1'b1;
								end
							else
								YELLOW[3:0] <= YELLOW[3:0] - 1'b1;
							if(YELLOW == 8'h01)
								GREEN <= 8'h40;
						end
					if(GREEN > 8'h00)
						begin
							if(GREEN[3:0] == 4'h0)
								begin
									GREEN[3:0] <= 4'h9;
									GREEN[7:4] <= GREEN[7:4] - 1'b1;
								end
							else
								GREEN[3:0] <= GREEN[3:0] - 1'b1;
							if(GREEN == 8'h01)
								RED <= 8'h30;
						end
				end
		end
	 assign LED = (RED > 8'h00) 	 ? 6'b110011 :
					  (YELLOW > 8'h00) ? 6'b110101 :
					  (GREEN > 8'h00)  ? 6'b011110 :
					  6'b111111;
	 always @(posedge SCAN_CLK or negedge RESET)
		begin
			if(!RESET)
				ENABLE <= 6'b111110;
			else
				ENABLE <= {ENABLE[4:0], ENABLE[5]};
		end
	 always @(ENABLE)
		begin
			case(ENABLE)
				6'b111110	:	DECODE <= GREEN[3:0];
				6'b111101	:	DECODE <= GREEN[7:4];
				6'b111011	:	DECODE <= YELLOW[3:0];
				6'b110111	:	DECODE <= YELLOW[7:4];
				6'b101111	:	DECODE <= RED[3:0];
				default		:	DECODE <= RED[7:4];				
			endcase
		end
	 always @(DECODE)
		begin
			case(DECODE)
				4'h0		: SEGMENT <= 8'b11000000;
				4'h1		: SEGMENT <= 8'b11111001;
				4'h2		: SEGMENT <= 8'b10100100;
				4'h3		: SEGMENT <= 8'b10110000;
				4'h4		: SEGMENT <= 8'b10011001;
				4'h5		: SEGMENT <= 8'b10010010;
				4'h6		: SEGMENT <= 8'b10000010;
				4'h7		: SEGMENT <= 8'b11011000;
				4'h8		: SEGMENT <= 8'b10000000;
				4'h9		: SEGMENT <= 8'b10010000;				
				default	: SEGMENT <= 8'b11111111;
			endcase
		end
endmodule
### ./run.sh
#!/bin/bash
# OpenROAD 26Q1-2900-gdf79404cd8, Yosys 0.63+post, stock flow scripts
make -C /OpenROAD-flow-scripts/flow DESIGN_CONFIG=/design/flow/config.mk WORK_HOME=/design/flow/orfs finish
### ./config.mk
export PLATFORM = sky130hd
export DESIGN_NAME = RIGHT_GREEN_LIGHT
export DESIGN_NICKNAME = RIGHT_GREEN_LIGHT
export VERILOG_FILES = /design/flow/design.v
export SDC_FILE = /design/flow/constraint.sdc
export NUM_CORES = 4
export LEC_CHECK = 1
export CORE_UTILIZATION = 50
### ./constraint.sdc
current_design RIGHT_GREEN_LIGHT

set clk_period 3.3
set clk_io_pct 0.2

create_clock -name clk0 -period $clk_period [get_ports {CLK}]

set non_clock_inputs [all_inputs -no_clocks]
set_input_delay [expr $clk_period * $clk_io_pct] -clock clk0 $non_clock_inputs
set_output_delay [expr $clk_period * $clk_io_pct] -clock clk0 [all_outputs]
==> impl_metrics.json <==
{
  "outcome": "finished clean",
  "ioPinCount": 22,
  "setup_viol": 0,
  "hold_violations": 0,
  "ff_type": "dfrtp_1",
  "cts_hold_buf": 0,
  "fp-utilization": 0.5264,
  "cts_resized": 0,
  "post_cts_buffers": 0,
  "adder_share": 0.05544,
  "syn_inst": 303,
  "wl_per_cell_um": 14.42,
  "unclocked_pins": 30,
  "maxCapViolCount": 0,
  "grt_pass1_vias": 2008,
  "reg2reg_from": "DIVIDER[2]",
  "place.gp.congestion": 0.8740,
  "power.density_nw_per_um2": 171.7,
  "clkTransAtPathRegs_ns": 0.08,
  "worst-path-max-fanout": 5,
  "rows": 27,
  "fillers": 516,
  "r2r_setup_slack_ns": 1.52,
  "topCombFamilyByArea": "simple AND/OR/NAND/NOR gates",
  "synth-edff-count": 0,
  "untimed_endpoints": 48,
  "vias_per_cell": 5.616,
  "coreArea_um2": 5574,
  "dr.pass1.iters": 4,
  "xor_share": 0.07463,
  "fin_tns_setup_ns": 0,
  "die_w_um": 78.61,
  "cts_buffer_depth": 2,
  "antenna_found_initial": 0,
  "cts_root_buffer": "clkbuf_8",
  "min_path_type": "in2async",
  "tritoncts": "built",
  "ys_async_sr_fraction": 1.000,
  "drive_above_1_share": 0.06542,
  "min_period_ns": 1.784,
  "num_vias": 2207,
  "ys_types": 51,
  "h-tree-depth": 1,
  "relSlewSlack": 0.4720,
  "clock.fmax_mhz": 560.6,
  "yosys_cells": 303,
  "slew_violations": 0,
  "gr-usage-all-layers": 0.2047,
  "fin_crit_sh": 0.5405,
  "insertedDiodeCount": 0,
  "aoi_share": 0.1066,
  "warnings": 32,
  "ys_warn_count": 3,
  "r2r-end": "DIVIDER[23]",
  "worstRegToRegCells": 6,
  "overflow": 0,
  "regArea_um2": 1360,
  "mi_logic_area_um2": 1460,
  "die_h_um": 78.61,
  "die-area_um2": 6179,
  "start_kind": "register",
  "worst_slew_pin_slew_ns": 0.7919,
  "drc": 0,
  "area.growth.synth_to_final_pct": 10.87,
  "drt_wl_total_mm": 5.666,
  "numCtsBuffers": 3,
  "yosys_area_um2": 2934,
  "mux_area_frac": 0.01023,
  "path_class": "reg2reg",
  "rsz0062_at_grt": "no",
  "syn_area_per_cell_um2": 9.683,
  "simple_gate_share": 0.2482,
  "fin_skew_ns": 0.004169,
  "syn_area_um2": 2934,
  "grt_max_degree": 26,
  "place.detailed.hpwl_mm": 4.271,
  "postRouteAntennaNets": 0,
  "initialDrtViolationCount": 71,
  "ir_worst_vdd_mv": 0.2648,
  "numSynthFlops": 54,
  "leakagePower_uw": 0.001503,
  "critical_path.startpoint": "DIVIDER[2]",
  "crit_required_ns": 3.42,
  "crit_arrival_ns": 1.91,
  "cp-end-kind": "register",
  "clk_latency_ns": 0.26,
  "ys_seq_share": 0.4635,
  "port_buffers": 19,
  "grt_pass1_wl_mm": 9.611,
  "critPathCapture": "DIVIDER[23]",
  "fin_util": 0.5836
}
## cells in the mapped netlist, types with 3 or more instances
cell / count / area (µm²)
a21o_1: 5 / 37.54
a21oi_1: 12 / 60.06
and2_1: 5 / 31.28
and3_1: 9 / 56.30
buf_4: 3 / 22.52
clkbuf_1: 4 / 15.01
dfrtp_1: 47 / 1176
dfstp_2: 7 / 183.9
ha_1: 13 / 162.7
inv_1: 16 / 60.06
mux2i_1: 3 / 30.03
nand2_1: 30 / 112.6
nand2b_1: 4 / 25.02
nand3_1: 18 / 90.09
nand3b_1: 8 / 60.06
nand4_1: 8 / 50.05
nor2_1: 22 / 82.58
nor2b_1: 4 / 25.02
nor3_1: 10 / 50.05
o21ai_0: 11 / 55.05
o31ai_1: 3 / 22.52
xnor2_1: 18 / 157.7
xor2_1: 7 / 61.31
## cells by family (layout without fill, tap and decap cells)
family,count (synthesis),count (layout)
multiplexers,3,3
other,1,2
flip-flops,54,54
AND-OR/OR-AND,47,47
AND/OR/NAND/NOR,134,134
adder cells (fa/ha/maj),13,13
buffers and inverters,26,43
XOR/XNOR,25,25
## critical path, cell delays in order (launching register included)
cell and delay, ns:
dfrtp_1 0.41, and4_1 0.24, and3_1 0.23, nand4_1 0.20
nor2_1 0.29, nand3_1 0.14, xnor2_1 0.14
## routing by layer
metal,share of wire,wire length (µm),GRT usage,vias to the layer above
li1,-,-,-,1097
met1,0.47,2680,0.3104,1069
met2,0.48,2720,0.3391,39
met3,0.043,241,0.03306,2
met4,0.0042,24,0.01296,0
met5,0,0,0,-
## report_power, final
part,internal (µW),switching [µW]
combinational,1.96,12.9
clock,162,87.8
sequential,294,0
## per-stage QoR
stage | cell area (µm²) | hold WS [ns] | power (µW) | cells | setup slack [ns]
2_1_floorplan | 2938 | 0.3644 | 301.9 | 304 | 1.713
3_3_place_gp | 3182 | 0.4385 | 315.9 | 389 | 1.555
3_5_place_dp | 3182 | 0.4344 | 316.1 | 389 | 1.533
4_1_cts | 3253 | 0.3419 | 565.6 | 393 | 1.512
5_1_grt | 3253 | 0.3503 | 580.5 | 393 | 1.323
6_report | 3253 | 0.3311 | 558.7 | 393 | 1.516
## worst min path at each step
stage | start | to | slack [ns]
final | RESET | DIVIDER[7] | 0.33
after CTS | RESET | DIVIDER[7] | 0.34
after global routing | RESET | DIVIDER[7] | 0.35
## state kept, by name, summed over array words and instances, names as in the netlist
register / flops
ENABLE: 6
GREEN: 8
RED: 8
DIVIDER: 24
YELLOW: 8
## layout make-up
type / instances / share of cell area
Multi-Input combinational cell: 224 / 0.4488
Tap cell: 72 / 0.02769
Clock buffer: 3 / 0.01269
Inverter: 17 / 0.01962
Timing Repair Buffer: 22 / 0.06385
Sequential cell: 54 / 0.4181
Clock inverter: 1 / 0.009231
## cell usage in the layout (no fill, tap or decap), types with 3 or more instances in the layout
| cell | synthesis | layout |
|---|---|---|
| nand3_1 | 18 | 18 |
| dfstp_2 | 7 | 7 |
| dfrtp_1 | 47 | 47 |
| nor2_1 | 22 | 22 |
| xnor2_1 | 18 | 18 |
| buf_4 | 3 | 3 |
| nand2b_1 | 4 | 4 |
| and3_1 | 9 | 9 |
| nand2_1 | 30 | 30 |
| nor2b_1 | 4 | 4 |
| inv_1 | 16 | 16 |
| xor2_1 | 7 | 7 |
| nor3_1 | 10 | 10 |
| o21ai_0 | 11 | 11 |
| ha_1 | 13 | 13 |
| mux2i_1 | 3 | 3 |
| clkdlybuf4s50_1 | 0 | 18 |
| clkbuf_8 | 0 | 3 |
| and2_1 | 5 | 5 |
| a21o_1 | 5 | 5 |
| nand3b_1 | 8 | 8 |
| a21oi_1 | 12 | 12 |
| o31ai_1 | 3 | 3 |
| nand4_1 | 8 | 8 |
Power figures rest on the tool's default switching activity, not on a simulated workload.
